**flow/config.mk**
```make
export PLATFORM = sky130hd
export DESIGN_NAME = ram
export DESIGN_NICKNAME = ram
export VERILOG_FILES = /design/flow/design.v
export SDC_FILE = /design/flow/constraint.sdc
export NUM_CORES = 4
export LEC_CHECK = 1
export CORE_UTILIZATION = 30
export SYNTH_MEMORY_MAX_BITS = 65536
```
**flow/constraint.sdc**
```tcl
current_design ram

set clk_period 86.3
set clk_io_pct 0.2

create_clock -name clk0 -period $clk_period [get_ports {wr}]

set non_clock_inputs [all_inputs -no_clocks]
set_input_delay [expr $clk_period * $clk_io_pct] -clock clk0 $non_clock_inputs
set_output_delay [expr $clk_period * $clk_io_pct] -clock clk0 [all_outputs]
```
**flow/design.v**
```verilog
`timescale 1ns/1ns
module ram(data, addr, ena, rd, wr);
  inout [7:0] data;
  input [9:0] addr;
  input ena;
  input rd, wr;
  reg [7:0] ram [10'h3ff:0];
  assign data = (rd && ena)? ram[addr]: 8'hzz;
  always @(posedge wr)
    begin
      ram[addr] <= data;
    end
endmodule
module rom(data, addr, rd, ena);
  output [7:0] data;
  input [12:0] addr;
  input rd, ena;
  reg [7:0] memory [13'h1fff:0];
  wire [7:0] data;
  assign data = (rd && ena)? memory[addr]:8'hzz;
endmodule
```
**flow/run.sh**
```bash
#!/bin/bash
# OpenROAD 26Q1-2900-gdf79404cd8, Yosys 0.63+post, stock flow scripts
make -C /OpenROAD-flow-scripts/flow DESIGN_CONFIG=/design/flow/config.mk WORK_HOME=/design/flow/orfs finish
```
==> impl_metrics.tcl <==
# flow metrics
set metrics [dict create \
    cts_resized 0 \
    initCoreUtil 0.3007 \
    area_leaders "edfxtp_1 (78%), mux2i_1 (8.7%), mux4_2 (5.2%)" \
    status "stopped before the end" \
    yosys_register_bits 8192 \
    ios 21 \
    synth_cell_types 63 \
    seq_area_frac_synth 0.7771 \
    htreeDepth 6 \
    synthFlopType "edfxtp_1" \
    io_buffers 10 \
    cts_buffers 788 \
    netlist_area_mm2 0.3166 \
    clock-sinks 8192 \
    haltStage "clock tree synthesis (4_1_cts)" \
    yosysTopAreaCell "edfxtp_1" \
    cts.hold.buffers_added 0 \
    die-width_um 1029 \
    place_ws_ps 43680 \
    die_y_um 1029 \
    yosysChipArea_mm2 0.3166 \
    ys.warnings.count 3 \
    top_area_frac 0.7771 \
    clk_path_buf_depth 4 \
    yosys_cells 16820 \
    syn-instance-count 16820 \
    async_flop_share 0 \
    synth-edff-count 8192 \
    dp_hpwl_um 537000 \
    cts_root_buffer "clkbuf_16" \
    tool.error "[error] [KeplerFormal.cpp:679] Workflow failed: Iso has multiple drivers: .data4, place1272.X0" \
    post_cts_buffers 0 \
    rows 377 \
    gp_congestion 0.8962 \
    syn_area_per_cell_um2 18.83 \
]
## Yosys cell counts, types with 126 or more instances
library cell     n
o22ai_1        986
mux2i_1       2759
nor2_1        1517
mux4_2         726
nand2_1        173
clkbuf_1       477
buf_2          463
edfxtp_1      8192
nor3_1         136
nor4_1         158
nand3_1        163
o21ai_0        126
## cell families after synthesis
family          count (synthesis)  share of synthesized area
simple gates                 2253                    0.03039
flops                        8192                     0.7771
buf+inv                      1097                    0.01582
mux                          3516                     0.1400
compound gates               1757                    0.03671
## per-stage QoR
stage / cell area, um2 / utilization / instances / hold WS (ps)
floorplan: 316600 / - / 16820 / 15470
global placement: 334800 / 0.3180 / 30380 / 1380
detailed placement: 334800 / 0.3180 / 30380 / 1390
